**flow/run.sh**
```bash
#!/bin/bash
# OpenROAD 26Q1-2900-gdf79404cd8, Yosys 0.63+post, stock flow scripts
make -C /OpenROAD-flow-scripts/flow DESIGN_CONFIG=/design/flow/config.mk WORK_HOME=/design/flow/orfs finish
```
**flow/config.mk**
```make
export PLATFORM = sky130hd
export DESIGN_NAME = GameController
export DESIGN_NICKNAME = GameController
export VERILOG_FILES = /design/flow/design.v
export SDC_FILE = /design/flow/constraint.sdc
export NUM_CORES = 4
export LEC_CHECK = 1
export CORE_AREA = 10 10 95 95
export DIE_AREA = 0 0 105 105
```
**flow/constraint.sdc**
```tcl
current_design GameController

set clk_period 6.1
set clk_io_pct 0.2

create_clock -name clk0 -period $clk_period [get_ports {GAME_CLK}]

set non_clock_inputs [all_inputs -no_clocks]
set_input_delay [expr $clk_period * $clk_io_pct] -clock clk0 $non_clock_inputs
set_output_delay [expr $clk_period * $clk_io_pct] -clock clk0 [all_outputs]
```
**flow/design.v**
```verilog
`timescale 1ns / 1ps
module GameController(
    input GAME_CLK,
    input [1:0] BUTTONS,
	 output [4:0] ballX_out,
	 output [3:0] ballY_out,
	 output [3:0] playerPos_out,
	 output [3:0] comPos_out
    );
	parameter H = 15;
	parameter W = 20;
	parameter playerSize = 4;
	reg [4:0] ballX = 10;
	reg [3:0] ballY = 7;
	assign ballX_out = ballX;
	assign ballY_out = ballY;
	reg [2:0] ballVX = 3'b010;
	reg [2:0] ballVY = 3'b010;
	reg [3:0] playerPos     = 7;
	reg [3:0] comPos        = 7;
	assign playerPos_out = playerPos;
	assign comPos_out = comPos;
	reg [4:0] ballNextX = 0;
	reg [3:0] ballNextY = 0;
	wire playerAction;
	wire comAction;
	assign playerAction = !BUTTONS[0];
	assign comAction    = !BUTTONS[1];
	always @( posedge GAME_CLK )
	begin
		begin
			if( !playerAction && playerPos > 0 )
				playerPos = playerPos - 1;
			else if( playerAction && playerPos + playerSize < H - 1 )
				playerPos = playerPos + 1;
		end
		begin
			if( !comAction && comPos > 0 )
				comPos = comPos - 1;
			else if( comAction && comPos + playerSize < H - 1 )
				comPos = comPos + 1;
		end
		if( ballX == 0 || ballX == W - 1 )
		begin
			ballNextX = 10;
			ballNextY = 7;
		end
		else if( ballY == 0 || ballY == H - 1)
		begin
			ballVY[2] = ~ballVY[2];
			ballNextX     = ( ballVX[2] == 0 ) ? ballX - 1 : ballX + 1;
			ballNextY     = ( ballVY[2] == 0 ) ? ballY - 1 : ballY + 1;
		end
		else
		begin
			ballNextX     = ( ballVX[2] == 0 ) ? ballX - 1 : ballX + 1;
			ballNextY     = ( ballVY[2] == 0 ) ? ballY - 1 : ballY + 1;
		end
		if( ballNextX == 0 && ballVX[2] == 0 )
		begin
			if( playerPos > ballNextY || playerPos + playerSize < ballNextY )
			begin
				ballX = ballNextX;
				ballY = ballNextY;
			end
			else
			begin
				ballVX[2] = 1;
				ballX = ballX + 1;
				ballY = ( ballVY[2] == 0 ) ? ballY - 1 : ballY + 1;
			end
		end
		else if( ballNextX == W - 1 && ballVX[2] == 1 )
		begin
			if( comPos > ballNextY || comPos + playerSize < ballNextY )
			begin
				ballX = ballNextX;
				ballY = ballNextY;
			end
			else
			begin
				ballVX[2] = 0;
				ballX = ballX - 1;
				ballY = ( ballVY[2] == 0 ) ? ballY - 1 : ballY + 1;
			end
		end
		else
		begin
			ballX = ballNextX;
			ballY = ballNextY;
		end
	end
endmodule
```
==> Changelog: implementation <==
### Metrics

* MaxCap Viol Count at 0
* Wire per inst at 10.7 µm
* Synth Area per Inst at 8.44 µm²
* Max Root-Sink Buffers at 2
* Clk slew on worst S/H paths at 0.08 ns
* DR DRC count at 0
* Detail Route Antenna Nets at 0
* Tightest Hold Check Type: flip-flop to flip-flop
* DRT iter0 DRCs at 87
* Cell type with the largest total area: dfxtp_1
* Count of input and output buffers at 19
* GRT Residual Overflow at 0
* Crit path launch type: primary input
* Worst Path Max Fanout at 4
* Setup Skew at 0.00271 ns
* Yosys cell count at 202
* Async SR Flop Fraction at 0%
* Rows at 30
* Dpl hpwl at 2.68 mm
* FF+latch count, synth at 19
* Critical path type: primary input to flip-flop
* # resized after CTS at 0
* Largest net degree at the start of global routing at 16
* Vert. Die Dim at 105 µm
* Cell count after synthesis at 202
* Dominant flop cell: dfxtp_1
* DR pass1 iterations at 4
* Yosys stat area at 1700 µm²
* Largest cells by area after synthesis: dfxtp_1, ha_1, inv_1, xnor2_1, nor2b_1
* RSZ-0062 raised after global routing: false
* Ant. Diodes at 0
* Final GP Congestion at 0.865
* Placement Setup Slack at 1.72 ns
* Final WL at 3.39 mm
* Worst path required time at 6.24 ns
* CP endpoint kind: flip-flop
* Init Core Util at 24.7%
* Fill count at 747
* Fmax at 241 MHz
* Post-synthesis sequential area ratio at 22.9%
* Setup-failing EPs final at 0
* First-pass GRT wire length at 6.13 mm
* Avg Vias per Cell at 4.37
* Yosys warning count at 1
* Count of cell types in the netlist at 47
* Post-synth EDFFs at 1
* OpenROAD warnings at 39
* Tmin final at 4.14 ns
* Final Hold Viols at 0
* DIE WIDTH at 105 µm
* Register area at 390 µm²
* Vias in the first global route at 1321
* Post CTS Setup Buffer Count at 0
* Post-Syn Area at 1700 µm²
* MI comb area at 1200 µm²
* Max Slew Vio Count at 0
* Clock sinks at 19
* Initial antenna violation count at 0
* Area share, top type at 21.1%
* Worst rel slew slack at 59.1%
* Vias post-DR at 1385
* Total GRT Usage at 6.29%
* Die area at 11000 µm²
* Fin worst setup slack at 1.96 ns
* Setup TNS at 0 ns
* Clock latency (worst-skew pair) at 0.26 ns
* Root Buffer: clkbuf_8
* Status: finished, final reports clean
* Htree depth at 1
* Arrival @ worst endpoint at 4.28 ns
* TritonCTS Buffers at 3
* Least-Margin Pin Slew at 0.608 ns
* CTS tree: built
* # hold bufs at CTS at 0
* Share of cells above drive strength 1 at 3.17%
* Core area at 6910 µm²
* Fin crit share at 67.9%
* Layout area overhead at 19.6%
* Io pins at 20
cell families after synthesis:
logic type | Yosys count | synth area share [%]
fa+ha+maj | 30 | 22.9
compound gates | 35 | 14.1
buf+inv | 28 | 6.75
simple gates | 72 | 23.7
xor+xnor | 13 | 6.68
flops | 19 | 22.9
mux | 5 | 2.94
cell type report:
type	instances	area share, %
multi-input combinational	155	58.8
timing repair buffer	19	9.33
tap	96	5.89
clock inverter	1	0.368
clock buffer	3	2.03
sequential	19	19.2
inverter	24	4.42
registers in the layout (all words and copies together) (netlist names):
register	count
ballX	5
ballY	4
comPos	4
playerPos	4
ballVX	1
ballVY	1
cell usage after synthesis (all sizes together) (3+ instances only):
master and count:
a21boi 4, a21oi 6, a31oi 3, and2 5, buf 3, dfxtp 18, ha 28, inv 24
mux2i 5, nand2 15, nor2 14, nor2b 12, nor3 7, nor3b 3, o21ai 7, xnor2 10
xor2 3
routing by layer:
metal / vias to the layer above / track usage (%) / share of wire [%]
met5: - / 0 / 0
met4: 0 / 0.784 / 1.4
met3: 2 / 1.43 / 4.1
li1: 737 / - / -
met2: 25 / 9.56 / 42
met1: 621 / 9.10 / 53
through the flow:
stage / hold slack (ns) / utilization [%] / cell area [µm²] / cells
2_1_floorplan: 0.407 / - / 1700 / 202
3_3_place_gp: 0.449 / 28.8 / 1990 / 313
3_5_place_dp: 0.446 / 28.8 / 1990 / 313
4_1_cts: 0.459 / 29.5 / 2040 / 317
5_1_grt: 0.485 / 29.5 / 2040 / 317
6_report: 0.454 / 29.5 / 2040 / 317
cells in the final DEF, fill, tap and decap left out, types with 2 or more instances in the layout:
cell,synthesis,layout
xor2_1,3,3
nand3_1,2,2
and3_1,2,2
a41oi_1,2,2
xnor2_1,10,10
a22oi_1,2,2
mux2i_1,5,5
and2_1,5,5
a21boi_0,3,3
inv_1,24,24
nand4b_1,2,2
nor3b_1,3,3
clkbuf_8,0,3
dfxtp_1,18,18
nor2_1,14,14
a21oi_1,6,6
nor2b_1,12,12
o21ai_1,2,2
nand2_1,15,15
nor3_1,7,7
clkdlybuf4s50_1,0,19
o21ai_0,5,5
a31oi_1,3,3
o2111ai_1,2,2
o211ai_1,2,2
ha_1,28,28
fa_1,2,2
critical path: stages:
cell and delay (ns):
clkdlybuf4s50_1 0.50, a21boi_0 0.45, and4_1 0.26, a41oi_1 0.05, xnor2_1 0.36, inv_1 0.10, fa_1 0.49, nor2_1 0.05
a21boi_0 0.17, o2bb2ai_1 0.22, nor4_4 0.06, nor3b_1 0.26, o31ai_2 0.08
path summary, 6_finish.rpt:
check,slack [ns],from,cells past startpoint,endpoint
worst max-delay path,1.96,BUTTONS[0],13,ballX[3]
worst min-delay path,0.45,ballVY[2],2,ballVY[2]
worst max register to register,2.50,ballY[0],14,ballVX[2]
worst min register to register,0.45,ballVY[2],2,ballVY[2]
