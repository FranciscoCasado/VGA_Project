==> flow/design.v <==
`timescale 1ns / 1ps
module MemControl(
	 input CLK_IN,
    input [7:0] xCoord_w,
    input [7:0] yCoord_w,
    input [9:0] xCoord_a,
    input [9:0] yCoord_a,
    output wire [14:0] pix_address,
    output reg wen
    );
	wire [7:0] x_w;
	wire [7:0] y_w;
	wire [14:0] pix_addr_w;
	wire [7:0] x_a;
	wire [7:0] y_a;
	assign x_a = xCoord_a[9:2];
	assign y_a = yCoord_a[9:2];
	assign pix_address = 160*y_a + x_a;
	assign x_w = xCoord_w;
	assign y_w = yCoord_w;
	assign pix_addr_w = 160*y_w + x_w;
	always @(posedge CLK_IN)
	begin
		if (pix_address== pix_addr_w)
			wen <= 1;
		else
			wen <=0;
	end
endmodule
==> flow/run.sh <==
#!/bin/bash
# OpenROAD 26Q1-2900-gdf79404cd8, Yosys 0.63+post, stock flow scripts
make -C /OpenROAD-flow-scripts/flow DESIGN_CONFIG=/design/flow/config.mk WORK_HOME=/design/flow/orfs finish
==> flow/config.mk <==
export PLATFORM = sky130hd
export DESIGN_NAME = MemControl
export DESIGN_NICKNAME = MemControl
export VERILOG_FILES = /design/flow/design.v
export SDC_FILE = /design/flow/constraint.sdc
export NUM_CORES = 4
export LEC_CHECK = 1
export CORE_AREA = 10 10 96 96
export DIE_AREA = 0 0 106 106
==> flow/constraint.sdc <==
current_design MemControl

set clk_period 6.3
set clk_io_pct 0.2

create_clock -name clk0 -period $clk_period [get_ports {CLK_IN}]

set non_clock_inputs [all_inputs -no_clocks]
set_input_delay [expr $clk_period * $clk_io_pct] -clock clk0 $non_clock_inputs
set_output_delay [expr $clk_period * $clk_io_pct] -clock clk0 [all_outputs]
==> impl_metrics.json <==
{
  "crit_chain": "clkdlybuf4s50_1 > ha_1 > ha_1 > fa_1 > a211oi_1 > nor2_1 > xor2_1 > nand3_1 > xnor2_1 > clkdlybuf4s50_1",
  "sequentialPowerShare": 0.028,
  "syn_inst": 139,
  "setup_viol": 0,
  "wl_per_cell_um": 10.8,
  "worst_ep_arrival_time_ps": 4280,
  "numSynthFlops": 1,
  "dr.pass1.iters": 3,
  "die_area_um2": 11200,
  "p_switching_mw": 0.0968,
  "cp_max_fo": 3,
  "drc": 0,
  "grt.overflow.total": 0,
  "grt_max_degree": 7,
  "fin_total_pwr_mw": 0.231,
  "grtUsageTotal": 0.0556,
  "port_buffers": 48,
  "wirelength_mm": 3.05,
  "antenna_left": 0,
  "die_h_um": 106,
  "place_inst": 281,
  "critPathSlowestCell": "clkdlybuf4s50_1",
  "die_w_um": 106,
  "largest_reg_flops": 1,
  "report.final.slew_viol_count": 0,
  "final_area_um2": 1810,
  "hpwl_mm": 2.91,
  "clk_pin_slew_ps": 0,
  "min_period_ps": 5540,
  "boundaryPins": 53,
  "timing.final.crit_share": 0.880,
  "combGateArea_um2": 1170,
  "num_antenna_cells": 0,
  "postCtsSetupBuffers": 0,
  "synth_chip_area_um2": 1250,
  "status": "complete, no violations",
  "rows": 31,
  "p_per_area_nw_per_um2": 127,
  "warning_count": 32,
  "avgSynthCellArea_um2": 8.97,
  "coreArea_um2": 7210,
  "fmax_mhz": 180,
  "avgViaCountPerCell": 3.73,
  "top_area_cell": "ha_1",
  "fillCellCount": 820,
  "hold_buffers": 0,
  "hold-worst-slack_ps": 1920,
  "synth_cell_types": 32,
  "cp.depth": 10,
  "gr-usage-met1": 0.0746,
  "p_leak_nw": 0.764,
  "use_met2": 0.102,
  "min_path_cells": 1,
  "path_delay_family": "buffers and inverters",
  "ys_cells": 139,
  "place_area_um2": 1810,
  "area_growth_pct": 45.5,
  "core_util_floorplan": 0.173,
  "grt_pass1_vias": 1128,
  "finish.utilization": 0.251,
  "flop_area_um2": 20.0,
  "tns_ps": 0,
  "routed-via-count": 1049,
  "reg_top3": "wen: 1 flops",
  "drive_above_1_share": 0.0385,
  "netlist_area_um2": 1250,
  "slew_headroom": 0.767,
  "ys_seq_share": 0.0161,
  "drt_iter0_drc": 8,
  "synth_warnings": 1,
  "met3_usage": 0.00306,
  "combPwrFrac": 0.972,
  "rsz0062_at_grt": "no",
  "hold_violations": 0,
  "cap_viol_max_count": 0,
  "hp-class": "reg2out",
  "switching_share": 0.420,
  "p_int_mw": 0.134,
  "path_buffers": 2,
  "crit_required_ps": 5040,
  "cp-end-kind": "primary output",
  "worst-slew-pin-transition_ps": 349,
  "clkPwrFrac": 0,
  "slowest_delay_ps": 530,
  "top_cell_area_share": 0.301,
  "dp_slack_ps": 689,
  "worstSetupStartpointType": "input port",
  "place.gp.congestion": 0.758,
  "post_cts_resized": 0,
  "final_cells": 281,
  "crit_type": "in2out",
  "vdd_ir_drop_max_mv": 0.0465,
  "grt_busiest_layer": "met2",
  "synthTopCellsByArea": "ha_1, xnor2_1, xor2_1, fa_1, nor2_1",
  "grt_antenna_before_repair": 0,
  "grt_first_pass_wirelength_mm": 5.31,
  "regMostFlops": "wen",
  "layout_setup_ws_ps": 757
}
## worst paths after layout
| kind | startpoint | endpoint | slack [ps] |
|---|---|---|---|
| max | yCoord_a[3] | pix_address[13] | 760 |
| min | wen | wen | 1920 |
## power by group through the flow
stage | registers (mW) | clock network, mW | logic, mW
4_1_cts | 0.00647 | 0 | 0.230
5_1_grt | 0.00647 | 0 | 0.254
6_report | 0.00647 | 0 | 0.224
## cell type report
class / count / area share
Sequential cell: 1 / 0.0110
Inverter: 5 / 0.0104
Timing Repair Buffer: 48 / 0.265
Multi-Input combinational cell: 128 / 0.645
Tap cell: 99 / 0.0683
## cell families after synthesis
family,Yosys count,synth area share
buffers and inverters,10,0.0452
AND/OR/NAND/NOR,33,0.160
adder cells (fa/ha/maj),34,0.365
XOR/XNOR,39,0.291
AND-OR/OR-AND,22,0.122
flip-flops,1,0.0161
## routing by layer
metal / up-vias / routed length, µm
li1: 582 / -
met1: 450 / 1490
met2: 17 / 1510
met3: 0 / 50
met4: 0 / 0
met5: - / 0
## synthesized netlist by cell type
| library cell | instances |
|---|---|
| a211oi_1 | 2 |
| a211oi_2 | 1 |
| a21o_1 | 4 |
| a21oi_1 | 7 |
| and3b_1 | 2 |
| buf_4 | 5 |
| dfxtp_1 | 1 |
| fa_1 | 4 |
| ha_1 | 30 |
| inv_1 | 5 |
| nand2_1 | 5 |
| nand2b_1 | 1 |
| nand3_1 | 3 |
| nand4_1 | 1 |
| nand4_2 | 1 |
| nand4b_1 | 1 |
| nor2_1 | 12 |
| nor3_1 | 2 |
| nor3b_1 | 2 |
| nor4_1 | 1 |
| nor4b_4 | 1 |
| o2111ai_2 | 1 |
| o211ai_1 | 1 |
| o21ai_0 | 3 |
| o21ai_1 | 1 |
| o21ba_2 | 1 |
| o21bai_1 | 1 |
| or4b_4 | 1 |
| xnor2_1 | 20 |
| xnor2_2 | 1 |
| xnor3_1 | 1 |
| xor2_1 | 17 |
## cell usage in the layout, fill, tap and decap left out
cell,n
clkdlybuf4s50_1,48
ha_1,30
xnor2_1,20
xor2_1,17
nor2_1,12
a21oi_1,7
inv_1,5
nand2_1,5
a21o_1,4
fa_1,4
o21ai_0,3
nand3_1,3
a211oi_1,2
and3b_1,2
nor3b_1,2
nor3_1,2
a211oi_2,1
o21ai_1,1
o211ai_1,1
or4b_4,1
o2111ai_2,1
nand4_2,1
xnor2_2,1
o21bai_1,1
nand2b_1,1
nor4_1,1
nand4_1,1
nand4b_1,1
o21ba_2,1
xnor3_1,1
nor4b_4,1
dfxtp_1,1
Power is estimated from default activity; no workload was simulated.
