<file path="flow/constraint.sdc">
current_design Cursor

set clk_period 4.5
set clk_io_pct 0.2

create_clock -name clk0 -period $clk_period [get_ports {FRAME_CLK}]

set non_clock_inputs [all_inputs -no_clocks]
set_input_delay [expr $clk_period * $clk_io_pct] -clock clk0 $non_clock_inputs
set_output_delay [expr $clk_period * $clk_io_pct] -clock clk0 [all_outputs]
</file>
<file path="flow/design.v">
`timescale 1ns / 1ps
module Cursor(
	 input FRAME_CLK,
    input [3:0] SW,
    output reg [7:0] xCoord,
    output reg [7:0] yCoord,
    output [7:0] RGBw
    );
	reg VEL = 0;
	integer count = 0;
	assign RGBw = 8'b11100000;
always @(posedge FRAME_CLK)
begin
	if (count == 5)
	begin
		VEL <= ~VEL;
		count <= 0;
	end
	else
	begin
		count <= count + 1;
	end
end
always @(posedge VEL)
begin
	if (SW[0]==1 && yCoord>0)
		xCoord <= xCoord + 1;
	else if (SW[1]==1)
		xCoord <= xCoord - 1;
	if (SW[2]==1 && yCoord<119)
		yCoord <= yCoord +1;
	else if (SW[3]==1 && yCoord>0)
		yCoord <= yCoord -1;
end
endmodule
</file>
<file path="flow/config.mk">
export PLATFORM = sky130hd
export DESIGN_NAME = Cursor
export DESIGN_NICKNAME = Cursor
export VERILOG_FILES = /design/flow/design.v
export SDC_FILE = /design/flow/constraint.sdc
export NUM_CORES = 4
export LEC_CHECK = 1
export CORE_UTILIZATION = 50
</file>
<file path="flow/run.sh">
#!/bin/bash
# OpenROAD 26Q1-2900-gdf79404cd8, Yosys 0.63+post, stock flow scripts
make -C /OpenROAD-flow-scripts/flow DESIGN_CONFIG=/design/flow/config.mk WORK_HOME=/design/flow/orfs finish
</file>
==> insert_results.sql <==
-- flow metrics import
INSERT INTO impl_metrics (metric_group, metric, value, unit) VALUES
('sta', 'worst_pin_slew', '0.5272', 'ns'),
('sta', 'register_pins_left_without_a_clock', '16', ''),
('run', 'warning_count', '29', ''),
('placement', 'buffer_ports.inserted', '20', ''),
('global_routing', 'global_routing_usage_summed_across_all_routing_layers', '17.74', '%'),
('cts', 'cts_hold_buffers', '0', ''),
('final_layout', 'area_growth_syn_to_layout', '12.75', '%'),
('sta', 'untimed_endpoints', '48', ''),
('floorplan', 'fp.dieW', '74.13', 'microns'),
('logic_synthesis', 'seq_area_frac_synth', '44.25', '%'),
('final_layout', 'num-fill-cells', '408', ''),
('floorplan', 'design.die.area', '5495', 'sq um'),
('cts', 'clock_path_buffers', '2', ''),
('floorplan', 'floorplan.core_util', '53.65', '%'),
('drt', 'dr.pass1.iters', '4', ''),
('drt', 'met2_length', '1915', 'microns'),
('cts', 'cts-root-buf', 'clkbuf_8', ''),
('placement', 'dp.final_hpwl', '3089', 'microns'),
('drt', 'post_drt_via_cell_ratio', '5.254', ''),
('cts', 'cts_setup_buffers', '0', ''),
('cts', 'cts_made_buffers', '5', ''),
('pwr', 'p_sw', '0.1214', 'mW'),
('floorplan', 'floorplan.io_pins', '29', ''),
('floorplan', 'rows', '25', ''),
('placement', 'gp_congestion', '0.8376', ''),
('global_routing', 'globalRouteOverflowTotal', '0', ''),
('run', 'max-cap-violations', '0', ''),
('sta', 'hold_viol', '0', ''),
('placement', 'inst_count_dp', '338', ''),
('logic_synthesis', 'synth-area-yosys', '2601', 'sq um'),
('drt', 'detail-route-antenna-nets', '0', ''),
('floorplan', 'die_h', '74.13', 'microns'),
('sta', 'grt_setup_unrepaired', 'no', ''),
('worst_setup_path', 'crit_type', 'reg2reg', ''),
('logic_synthesis', 'ys.flop_type', 'dfxtp_1', ''),
('drt', 'wl_met3', '165', 'microns'),
('run_status', 'status', 'completed', ''),
('cts', 'htreeDepth', '2', ''),
('sta', 'timing.clock.skew', '0.007075', 'ns'),
('cts', 'source_to_sink_clock_delay_at_the_later_pin_of_the_worst_skew_pair', '0.28', 'ns'),
('drt', 'final_routed_wirelength_across_all_metal_layers', '4119', 'microns'),
('logic_synthesis', 'post-synth-top-area-cell', 'dfxtp_1', ''),
('worst_setup_path', 'r2r-start', 'count[0]', ''),
('final_layout', 'ff_latch_area', '1151', 'sq um'),
('logic_synthesis', 'mean_instance_size_in_the_synthesized_netlist', '10.28', 'sq um'),
('floorplan', 'placeableCoreArea', '4848', 'sq um'),
('sta', 'setup_tns', '0', 'ns'),
('sta', 'max_slew_margin', '64.53', '%'),
('logic_synthesis', 'synth.lib_cells_used.distinct', '43', ''),
('worst_setup_path', 'critPathLaunchType', 'flop', ''),
('sta', 'final_setup_violating_endpoints', '0', ''),
('drt', 'highest-signal-layer', 'met4', ''),
('pwr', 'share_of_total_power_consumed_by_net_switching', '22.36', '%'),
('logic_synthesis', 'yosysWarnings', '1', ''),
('worst_hold_path', 'min-delay-start', 'count[31]', ''),
('worst_setup_path', 'crit_path_end_kind', 'flop', ''),
('final_layout', 'instances_no_fill', '346', ''),
('pwr', 'p_per_area', '185.2', 'nW/um^2'),
('logic_synthesis', 'ys_top_cells_by_count', 'xnor2_1, dfxtp_1, edfxtp_1, nand3_1, nor2_1', ''),
('logic_synthesis', 'synth_top_area_share', '24.63', '%'),
('pwr', 'seq_power_share', '54.9', '%'),
('pwr', 'vdd_drop_max', '0.2293', 'mV'),
('worst_setup_path', 'critical_path.max_fanout', '6', ''),
('logic_synthesis', 'syn_inst', '253', ''),
('logic_synthesis', 'top_cells_area', 'dfxtp_1, edfxtp_1, xnor2_1, ha_1, nand3_1', ''),
('sta', 'finalWorstPathRequiredPeriod', '1.686', 'ns'),
('logic_synthesis', 'mappedNetlistArea', '2601', 'sq um'),
('pwr', 'power.share.clock', '38.6', '%'),
('logic_synthesis', 'yosys-stat-cells', '253', ''),
('drt', 'route.detailed.drc', '0', ''),
('sta', 'finalMaxSlewViolations', '0', '');
==> layer usage <==
metal | up-vias | track usage, %
met5 | - | 0
met4 | 0 | 1.923
met3 | 2 | 2.885
met2 | 36 | 28.18
met1 | 834 | 27.90
li1 | 946 | -
==> state kept, by name, summed over array words and instances, names as in the netlist <==
| register | count |
|---|---|
| xCoord | 8 |
| yCoord | 8 |
| VEL | 1 |
| count | 32 |
==> final cells by class <==
| class | count | area share, % |
|---|---|---|
| repair buffers | 21 | 7.082 |
| multi-input cells | 186 | 46.08 |
| flip-flops and latches | 49 | 39.25 |
| inverters | 15 | 1.920 |
| clock buffers | 6 | 2.474 |
| clock inverters | 2 | 0.3413 |
| well taps | 67 | 2.858 |
==> power by group through the flow <==
stage	clock [mW]	combinational (mW)	sequential, mW
global route	0.227	0.0414	0.298
finish	0.210	0.0355	0.298
CTS	0.218	0.0362	0.298
==> placed cells by master (no fill, tap or decap), drive strengths merged, types with 2 or more instances in the layout <==
master	Yosys	final
inv	15	15
a21oi	7	7
o21a	2	2
nor2	17	17
a21o	2	2
nor2b	2	2
edfxtp	17	17
nand2	11	11
nor4b	2	2
nand2b	3	3
o21ai	6	6
fa	2	2
clkinv	0	2
or4	2	2
conb	2	8
clkbuf	0	6
xor2	7	7
nor4	10	10
nand3	17	17
and2	2	2
clkdlybuf4s50	0	20
ha	16	16
o2111ai	2	2
dfxtp	32	32
o211ai	2	2
and3	2	2
nand4	15	15
nor3	6	6
xnor2	33	33
==> worst paths after layout <==
kind,depth (start not counted),endpoint,slack [ns]
hold reg to reg,1,count[31],0.46
hold / removal,1,count[31],0.46
setup / recovery,5,count[22],2.81
setup reg to reg,5,count[22],2.81
==> logic make-up (layout without fill, tap and decap cells) <==
group	count (synthesis)	after routing	share of synthesized area (%)
AOI/OAI and AO/OA	28	28	7.119
DFF	49	49	44.25
adders and majority gates	18	18	9.235
other	2	8	0.2887
buffers and inverters	24	44	4.665
and+or+nand+nor	92	92	20.97
xor gates and xnor gates	40	40	13.47
==> through the flow <==
stage               hold WS (ns)  setup slack [ns]  instance area, sq um  utilization [%]  total power, mW
floorplan                 0.4351             3.009                  2624                -           0.3362
global placement          0.4496             2.802                  2850            58.79           0.3402
detailed placement        0.4539             2.837                  2850            58.79           0.3404
CTS                       0.4640             2.793                  2933            60.49           0.5520
global route              0.4726             2.618                  2933            60.49           0.5666
finish                    0.4639             2.814                  2933            60.49           0.5431
==> worst max-delay path: stages (launching register included) <==
cell     delay (ns)
dfxtp_1        0.40
ha_1           0.23
inv_1          0.13
nor4_4         0.48
nand4_1        0.18
xnor2_1        0.15
Power is estimated from default activity; no workload was simulated.
